==> /design/flow/config.mk <==
export PLATFORM = sky130hd
export DESIGN_NAME = Top_module
export DESIGN_NICKNAME = Top_module
export VERILOG_FILES = /design/flow/design.v
export SDC_FILE = /design/flow/constraint.sdc
export NUM_CORES = 4
export LEC_CHECK = 1
export CORE_AREA = 10 10 101 101
export DIE_AREA = 0 0 111 111
==> /design/flow/constraint.sdc <==
current_design Top_module

set clk_period 6.3
set clk_io_pct 0.2

create_clock -name clk0 -period $clk_period [get_ports {i_clk}]

set non_clock_inputs [all_inputs -no_clocks]
set_input_delay [expr $clk_period * $clk_io_pct] -clock clk0 $non_clock_inputs
set_output_delay [expr $clk_period * $clk_io_pct] -clock clk0 [all_outputs]
==> /design/flow/design.v <==
`timescale 1ns / 1ps
module D_FF(
    input i_clk,
    input d_in,
    output reg Q 
    );
always @ (posedge i_clk)
     begin
	   Q<= d_in ;
		 end
endmodule
`timescale 1ns / 1ps
module Top_module(
    input i_clk,
	 input d_input,
    output out_sig
    );
	 wire out_clk ;
	 wire Q1 ;
	 wire Q2 ;
	 wire Q2_bar ;
 slow_clk gen_clk(i_clk, out_clk);
 D_FF D1(out_clk,d_input ,Q1 );
 D_FF D2(out_clk,Q1,Q2);
 and_gate AND_G1(Q1,Q2_bar,out_sig);
assign Q2_bar = ~Q2 ;
endmodule
`timescale 1ns / 1ps
module and_gate(
    input in_1,
    input in_2,
    output out_and
    );
assign out_and = in_1 & in_2 ;
endmodule
`timescale 1ns / 1ps
module slow_clk(
    input i_clk,
    output out_slow_clk
    );
parameter DATA_WIDTH = 25 ;  
parameter count_5HZ = 10_000_000;
reg [DATA_WIDTH-1:0] reg_CNT_5HZ ;
reg Toggle_5HZ ;
always @ (posedge i_clk)
  begin 
   reg_CNT_5HZ = reg_CNT_5HZ + 1'b1 ;
               if (reg_CNT_5HZ == count_5HZ-1)
         begin
               Toggle_5HZ = ~Toggle_5HZ ;
               reg_CNT_5HZ = 0 ;
          end
end			  
assign out_slow_clk = Toggle_5HZ ;									  
endmodule
==> /design/flow/run.sh <==
#!/bin/bash
# OpenROAD 26Q1-2900-gdf79404cd8, Yosys 0.63+post, stock flow scripts
make -C /OpenROAD-flow-scripts/flow DESIGN_CONFIG=/design/flow/config.mk WORK_HOME=/design/flow/orfs finish
==> out/summary.txt <==
Outcome -> finished clean
Share of layout cells above drive strength 1 -> 5.455%
Die height -> 111 um
Via count -> 1076
Mean cell area of the mapped netlist -> 8.973 sq um
Setup TNS -> 0 ns
Bufs and invs on worst path -> 0
Pin count of the biggest net entering global routing -> 15
Wire per inst -> 9.585 um
CP Class -> reg2reg
Fin. max-slew vios -> 0
Clock Latency Late Sink -> 0.27 ns
# fillers -> 876
Reg2reg setup slack -> 3.27 ns
Register Area -> 570.5 sq um
Combinational power share -> 0.2%
Flip-flops with a built-in enable -> 1
Worst EP required -> 6.44 ns
# Max-Cap Violations -> 0
Cell type with the largest total area -> dfxtp_1
Post-DP HPWL -> 1925 um
Final hold violations -> 0
Sw Ratio -> 18.17%
Pint -> 221.4 uW
RR Endpoint -> gen_clk.reg_CNT_5HZ[10]
Core area -> 8134 sq um
Flop pwr share -> 61.0%
Post-synthesis chip area from yosys -> 1463 sq um
Crit-path cells -> ha_1 > nand3_1 > or3_1 > nor4_2 > nand2_1 > a211oi_2 > and4b_1 > nor2_1
Cell variety after synth -> 39
Crit path arrival time -> 3.17 ns
Psw -> 49.14 uW
Leak -> 0.5711 nW
Total Routing Usage GR -> 4.182%
H-tree levels -> 1
Reg2reg start -> gen_clk.reg_CNT_5HZ[0]
OpenROAD warning count -> 26
Clk pwr share -> 38.8%
Area grow syn2layout -> 11.98%
Die W -> 111 um
Final min period -> 3.031 ns
Post-DRT Antenna Nets -> 0
CP top delay family -> simple AND/OR/NAND/NOR gates
Critical path launch point type -> flop
Gate Area -> 842.1 sq um
GRT overflow -> 0
Diodes inserted -> 0
Clock root cell -> clkbuf_8
First-pass DRT Iterations -> 4
CTS tree -> yes
Buffer depth of the longest clock path -> 2
Setup bufs post-CTS -> 0
Slew margin rel. -> 49.37%
Register pins left without a clock -> 2
Slowest cell on crit path -> or3_1
Vias in the first global route -> 981
Max IR drop VDD -> 0.1240 mV
CTS Buf Count -> 3
Init Core Util -> 17.98%
Initial antenna violation count -> 0
Hold path cells -> 1
Total power -> 270.5 uW
DRT iter0 DRCs -> 40
Fmax -> 329.9 MHz
Top-area cell share -> 36.95%
Die area -> 12320 sq um
Largest stage delay on the critical path -> 0.54 ns
Top area cell types -> dfxtp_1, xor2_1, xnor2_1
Placer Congestion -> 0.8180
Pwr Density -> 165.2 nW/um^2
RSZ-0062 raised after global routing -> false
Worst hold start -> gen_clk.reg_CNT_5HZ[13]
Max Clock Skew -> 0.005958 ns
Mapped Area -> 1463 sq um
Critical path capture point type -> flop
Register area share after synthesis -> 39.01%
Yosys Warn Count -> 2
DRC -> 0
Via/cell ratio -> 3.985
FF+latch count, synth -> 28
Worst slew pin tran -> 0.7489 ns
First-pass GRT wire length -> 4567 um
Worst reg2reg path depth -> 8
Row count -> 33
Max FO, Critical Path -> 12
Worst hold path type -> reg2reg
Ys cells -> 163
IO Pins -> 3
Post-layout period usage -> 48.12%
Worst Hold Path EP -> gen_clk.reg_CNT_5HZ[13]
# setup viols final -> 0
Post-synthesis instance total -> 163
# resized after CTS -> 0
Hold Buf Count CTS -> 0
Endpoints left unconstrained -> 3
Ys flop type -> dfxtp_1
IO buf count -> 2
Async SR Flop Fraction -> 0%
Clock Pin Slew Worst Setup and Hold Paths -> 0.08 ns
Routed WL -> 2588 um
[cells in the final DEF (no fill, tap or decap), drive strengths merged, types with 3 or more instances in the layout]
master   n
xor2    13
nand4   10
nor3     8
mux2i    4
o21ai    3
xnor2   12
nand3    8
nor2    21
clkbuf   4
nand2   15
inv      5
dfxtp   27
nor2b    4
[per-stage QoR]
stage	setup slack, ns	hold WS [ns]	utilization, %	instances	instance area [sq um]
final	3.269	0.4882	20.14	270	1638
after global routing	2.992	0.5237	20.14	270	1638
after CTS	3.286	0.4906	20.14	270	1638
after detailed placement	3.301	0.4741	19.46	266	1583
after global placement	3.384	0.4724	19.46	266	1583
after floorplan	3.777	0.4354	-	163	1463
[worst reg2reg max path: cells and delay by family (launching register included)]
family / cells / cell delay, ns
DFF: 1 / 0.44
adders and majority gates: 1 / 0.24
AOI/OAI and AO/OA: 1 / 0.24
and+or+nand+nor: 6 / 2.00
[how the worst max path moves through the flow]
stage	start	end	slack, ns	cells after the start
after CTS	gen_clk.reg_CNT_5HZ[0]	gen_clk.reg_CNT_5HZ[10]	3.29	8
after global routing	gen_clk.reg_CNT_5HZ[0]	gen_clk.reg_CNT_5HZ[10]	2.99	8
final	gen_clk.reg_CNT_5HZ[0]	gen_clk.reg_CNT_5HZ[10]	3.27	8
[area by class of cell]
type	instances	share of cell area, %
clock buffer	4	3.361
multi-input combinational	126	51.41
tap	105	8.021
inverter	5	1.146
sequential	28	34.84
timing repair buffer	2	1.222
[synthesized netlist by cell type, drive strengths merged (4+ instances only)]
master and number:
buf 4, inv 5, nor2 21, nand3 8, dfxtp 27, nor2b 4, nor3 8, nand2 15
mux2i 4, xnor2 12, nand4 10, xor2 13
[per-layer routing]
metal	wire length [um]	vias to the layer above	global-route usage (%)
met5	0	-	0
met4	29	0	0.5208
met3	60	2	1.149
met2	1078	4	6.053
met1	1419	493	6.173
li1	-	577	-
[sequential cells by signal (all words and copies together), names as in the netlist]
signal,count
D2.Q,1
gen_clk.reg_CNT_5HZ,25
D1.Q,1
gen_clk.Toggle_5HZ,1
[power groups by stage]
stage	Combinational (mW)	Sequential (mW)	Clock (mW)
after CTS	0.000579	0.165	0.112
final	0.000579	0.165	0.105
after global routing	0.000604	0.165	0.118
[cells by family (layout without fill, tap and decap cells)]
family          after synthesis  after routing  share of synthesized area (%)
compound gates               11             11                          5.817
simple gates                 84             84                          32.34
fa+ha+maj                     2              2                          1.711
flops                        28             28                          39.01
xor+xnor                     25             25                          14.97
mux                           4              4                          2.737
buf+inv                       9             11                          3.421
Power and IR drop assume default switching activity.
